### config.mk
export PLATFORM = sky130hd
export DESIGN_NAME = link_top
export DESIGN_NICKNAME = link_top
export VERILOG_FILES = /design/flow/design.v
export SDC_FILE = /design/flow/constraint.sdc
export NUM_CORES = 4
export LEC_CHECK = 1
export CORE_AREA = 10 10 70 70
export DIE_AREA = 0 0 80 80
export SYNTH_HDL_FRONTEND = slang
### constraint.sdc
current_design link_top

set clk_period 1.3
set clk_io_pct 0.2

create_clock -name clk0 -period $clk_period [get_ports {clk}]

set non_clock_inputs [all_inputs -no_clocks]
set_input_delay [expr $clk_period * $clk_io_pct] -clock clk0 $non_clock_inputs
set_output_delay [expr $clk_period * $clk_io_pct] -clock clk0 [all_outputs]
### design.v
module link_top(
    input wire clk,
    input wire rst,
    output wire done
);
    wire req, ack;
    wire [7:0] data;
    master_fsm u_master(.clk(clk), .rst(rst), .ack(ack),
                        .req(req), .data(data), .done(done));
    slave_fsm u_slave(.clk(clk), .rst(rst), .req(req), .data_in(data),
                      .ack(ack), .last_byte());
endmodule
module master_fsm(
    input wire clk,
    input wire rst,     
    input wire ack,
    output reg req,
    output reg [7:0] data,
    output reg done
);
    localparam IDLE=0, ASSERT_REQ=1, WAIT_ACK_DROP=2, NEXT_BYTE=3, DONE=4;
    reg [2:0] state, next_state;
    reg [1:0] idx;
    function [7:0] get_byte(input [1:0] i);
        case(i)
            2'd0: get_byte = 8'hA0;
            2'd1: get_byte = 8'hA1;
            2'd2: get_byte = 8'hA2;
            2'd3: get_byte = 8'hA3;
            default: get_byte = 8'h00;
        endcase
    endfunction
    always @(*) begin
        next_state = state;
        req = 0; done = 0;
        data = get_byte(idx);
        case(state)
            IDLE:        next_state = ASSERT_REQ;
            ASSERT_REQ:  begin req = 1; if (ack) next_state = WAIT_ACK_DROP; end
            WAIT_ACK_DROP: begin if (!ack) next_state = NEXT_BYTE; end
            NEXT_BYTE: begin
                if (idx == 2'd3) next_state = DONE;
                else next_state = ASSERT_REQ;
            end
            DONE: begin done = 1; next_state = IDLE; end
        endcase
    end
    always @(posedge clk) begin
        if (rst) begin
            state <= IDLE;
            idx <= 0;
        end else begin
            state <= next_state;
            if (state == WAIT_ACK_DROP && !ack) idx <= idx + 1;
            if (state == DONE) idx <= 0;
        end
    end
endmodule
module slave_fsm(
    input wire clk,
    input wire rst,
    input wire req,
    input wire [7:0] data_in,
    output reg ack,
    output reg [7:0] last_byte
);
    localparam WAIT_REQ=0, ASSERT_ACK=1, HOLD_ACK=2, DROP_ACK=3;
    reg [1:0] state, next_state;
    always @(*) begin
        next_state = state;
        ack = 0;
        case(state)
            WAIT_REQ: if (req) next_state = ASSERT_ACK;
            ASSERT_ACK: begin ack = 1; next_state = HOLD_ACK; end
            HOLD_ACK:  begin ack = 1; next_state = DROP_ACK; end
            DROP_ACK:  if (!req) next_state = WAIT_REQ;
        endcase
    end
    always @(posedge clk) begin
        if (rst) begin
            state <= WAIT_REQ;
            last_byte <= 8'h00;
        end else begin
            state <= next_state;
            if (state == WAIT_REQ && req) last_byte <= data_in;  
        end
    end
endmodule
### run.sh
#!/bin/bash
# OpenROAD 26Q1-2900-gdf79404cd8, Yosys 0.63+post, stock flow scripts
make -C /OpenROAD-flow-scripts/flow DESIGN_CONFIG=/design/flow/config.mk WORK_HOME=/design/flow/orfs finish
==> impl_metrics.tcl <==
# metrics dict for downstream scripts
set metrics [dict create \
    cp.arrival_ps 1260 \
    drive_gt1_share_pct 25.0 \
    grt_pass1_vias 279 \
    hold_class "reg -> reg" \
    routed_via_density 2.97 \
    dieHeight_microns 80 \
    drc 0 \
    ff_type "dfxtp_1" \
    postSynthSeqShare_pct 55.7 \
    area_leaders "dfxtp_1 56%, mux2_2 5.7%, nor3b_1 5.7%, nor2_1 4.7%, a31oi_2 3.2%" \
    status "finished, final reports clean" \
    setup_viol_count_final 0 \
    fmax_ghz 0.905 \
    largest_area_cell "dfxtp_1" \
    edf_count 0 \
    r2r_slack_ps 200 \
    area_growth_pct 29.4 \
    yosys_cells 37 \
    cts_made_buffers 3 \
    path_buffers 0 \
    grt_pass1_wl_mm 1.04 \
    tightestPinTransition_ps 255 \
    routabilityCongestion 0.666 \
    synth_warnings 0 \
    clock-root-buffer "clkbuf_4" \
    rsz0062_at_grt "false" \
    critPathCaptureType "flop" \
    most_common_cell "dfxtp_1" \
    slew_violations 0 \
    grtUsageTotal_pct 1.93 \
    clk_pin_slew_ps 60 \
    syn_area_per_cell_sq_um 10.7 \
    crit_family "flip-flops" \
    io_buffers 2 \
    ys.flops 11 \
    final_core_util_pct 15.0 \
    startpoint_type "flop" \
    critical_path_class "reg -> reg" \
    cpMaxStageDelayCell "dfxtp_1" \
    syn_area_sq_um 395 \
    htreeDepth 1 \
    clock_skew_ps 2.70 \
    cap_violations 0 \
    worst-path-stages 3 \
    netlist_instances 37 \
    ys_async_sr_fraction_pct 0 \
    firstDrtPassIters 3 \
    io_pins 3 \
    diodes 0 \
    warnings 25 \
    relSlewSlack_pct 82.9 \
    power.density_mw_per_mm2 1190 \
    die_area_sq_mm 0.00640 \
    hold_viol 0 \
    critPathMaxStageDelay_ps 330 \
    drt-total-wl_microns 607 \
    cts_tree "done" \
    yosysTopAreaCellShare_pct 55.7 \
    yosysChipArea_sq_um 395 \
    wire_per_inst_microns 6.74 \
    hpwl_microns 436 \
    max-vdd-ir-drop_v 0.000396 \
    num_vias 267 \
    core_area_sq_mm 0.00342 \
    grt_antenna_before_repair 0 \
    reg2reg_depth 3 \
    fin_crit_ps 1100 \
    holdPathStages 2 \
    power.leakage_nw 0.199 \
    common_cells "11 x dfxtp_1, 5 x nor2_1, 3 x nor3b_1" \
    finalCritPeriodShare_pct 85.0 \
    cts_buffer_depth 2 \
    grt_max_degree 8 \
    gr-total-overflow 0 \
    die_x_microns 80 \
    ys_types 18 \
    drt_iter0_markers 1 \
    cts.sinks 11 \
    cp.required_ps 1450 \
    num_rows 21 \
    initCoreUtil_pct 11.6 \
    ant_nets 0 \
    crit_path_cell_trace "ha_1 -> nor3b_1 -> mux2_2" \
    fin_tns_setup_ps 0 \
    insertion_delay_ps 260 \
    crit_fanout 3 \
]
[power by group]
group	switching, mW	leakage (nW)	internal, mW	total [mW]
sequential	0.00951	0.0908	0.348	0.357
combinational	0.0143	0.0937	0.0176	0.0319
clock	0.101	0.0150	0.118	0.219
[cells in the final DEF, fill, tap and decap left out]
cell type and instances:
nor2_1 5, o22ai_1 1, buf_4 2, dfxtp_4 1, o21bai_1 1, or2_2 1, nor2b_1 2, a31oi_2 1
nor3b_2 1, nand2_1 2, ha_1 1, dlygate4sd2_1 1, nor3_1 1, or3b_1 1, nor3b_1 3, a21oi_1 1
inv_1 1, clkbuf_4 3, nand2b_1 1, mux2_2 2, clkbuf_1 1, dfxtp_1 10, clkdlybuf4s50_1 1
[state kept, by name (all words and copies together), names as in the netlist]
| name | count |
|---|---|
| u_master.get_byte.i | 2 |
| u_master.state | 5 |
| u_slave.state | 4 |
[worst min-delay path, cell delays in order, from the launching register on]
cell and delay (ps):
dfxtp_1 310, nand2_1 60, nor2_1 30
[kinds of logic (layout without fill, tap and decap cells)]
logic type                 count (synthesis)  in the layout  share of synthesized area, %
DFF                                       11             11                          55.7
AOI/OAI and AO/OA                          4              4                          7.91
buffers and inverters                      2              9                          2.21
muxes                                      2              2                          5.70
adders and majority gates                  1              1                          3.16
and+or+nand+nor                           17             17                          25.3
[worst paths after layout]
path / to / startpoint
hold / removal: u_master.state[1]$_DFF_P_ / u_master.state[4]$_DFF_P_
setup / recovery: u_master.get_byte.i[1]$_SDFFE_PP0P_ / u_master.get_byte.i[0]$_SDFFE_PP0P_
setup reg to reg: u_master.get_byte.i[1]$_SDFFE_PP0P_ / u_master.get_byte.i[0]$_SDFFE_PP0P_
hold reg to reg: u_master.state[1]$_DFF_P_ / u_master.state[4]$_DFF_P_
[layout make-up]
| type | count | area (sq um) |
|---|---|---|
| Multi-Input combinational cell | 24 | 166 |
| Timing Repair Buffer | 4 | 33.8 |
| Sequential cell | 11 | 224 |
| Clock buffer | 4 | 26.3 |
| Fill cell | 402 | 2900 |
| Inverter | 1 | 3.75 |
| Tap cell | 46 | 57.6 |
[per-layer routing]
layer | track usage [%] | share of wire (%)
met3 | 0.909 | 5.3
met1 | 1.95 | 49
met4 | 0.704 | 2.6
met5 | 0 | 0
met2 | 3.37 | 43
[per-stage QoR]
| step | cells | total power [mW] | hold slack [ps] | setup slack, ps | cell area [sq um] |
|---|---|---|---|---|---|
| 6_report | 90 | 0.608 | 431 | 195 | 512 |
| 5_1_grt | 90 | 0.641 | 468 | 146 | 512 |
| 4_1_cts | 90 | 0.616 | 435 | 194 | 512 |
| 3_5_place_dp | 85 | 0.398 | 433 | 0.689 | 475 |
| 3_3_place_gp | 85 | 0.397 | 425 | 19.3 | 475 |
| 2_1_floorplan | 37 | 0.387 | 417 | 244 | 395 |
[repair_timing]
item	4_1_cts	5_1_grt
hold buffers	0	0
endpoints found under the setup margin	1	0
gates resized	3	0
buffers inserted	1	0
Power figures rest on the tool's default switching activity, not on a simulated workload.
