**flow/design.v**
```verilog
module riscv_single (
    input  logic         clk,
    input  logic         reset,
    output logic [31:0]  imem_addr,
    input  logic [31:0]  imem_rdata,
    output logic [31:0]  dmem_addr,
    output logic [31:0]  dmem_wdata,
    input  logic [31:0]  dmem_rdata,
    output logic         dmem_we
);
  logic [31:0] pc, pc_next;
  always_ff @(posedge clk or posedge reset) begin
    if (reset)
      pc <= 32'h0;
    else
      pc <= pc_next;
  end
  assign imem_addr = pc;
  logic [6:0]  opcode;
  logic [4:0]  rd_idx, rs1_idx, rs2_idx;
  logic [2:0]  funct3;
  logic [6:0]  funct7;
  assign opcode  = imem_rdata[6:0];
  assign rd_idx  = imem_rdata[11:7];
  assign funct3  = imem_rdata[14:12];
  assign rs1_idx = imem_rdata[19:15];
  assign rs2_idx = imem_rdata[24:20];
  assign funct7  = imem_rdata[31:25];
  logic [31:0] regfile [0:31];
  logic [31:0] rs1_val, rs2_val, regfile_wdata;
  logic        regfile_we;
  assign rs1_val = (rs1_idx != 0) ? regfile[rs1_idx] : 32'b0;
  assign rs2_val = (rs2_idx != 0) ? regfile[rs2_idx] : 32'b0;
  always_ff @(posedge clk) begin
    if (regfile_we && rd_idx != 0)
      regfile[rd_idx] <= regfile_wdata;
  end
  typedef enum logic [4:0] {
    ALU_NOP   = 5'h00,
    ALU_ADD   = 5'h01,
    ALU_SUB   = 5'h02,
    ALU_AND   = 5'h03,
    ALU_OR    = 5'h04,
    ALU_XOR   = 5'h05,
    ALU_SLT   = 5'h06,
    ALU_SLTU  = 5'h07,
    ALU_SLL   = 5'h08,
    ALU_SRL   = 5'h09,
    ALU_SRA   = 5'h0A,
    ALU_ANDN  = 5'h10,
    ALU_ORN   = 5'h11,
    ALU_XNOR  = 5'h12,
    ALU_MIN   = 5'h13,
    ALU_MAX   = 5'h14,
    ALU_MINU  = 5'h15,
    ALU_MAXU  = 5'h16,
    ALU_ROL   = 5'h17,
    ALU_ROR   = 5'h18,
    ALU_ABS   = 5'h19
  } alu_op_t;
  alu_op_t current_alu_op;
  always_comb begin
    regfile_we     = 1'b0;
    dmem_we        = 1'b0;
    current_alu_op = ALU_NOP;
    pc_next        = pc + 4;
    case (opcode)
      7'b0001011: begin
        regfile_we = 1'b1;
        unique case ({funct7, funct3})
          {7'b0000000, 3'b000}: current_alu_op = ALU_ANDN;
          {7'b0000000, 3'b001}: current_alu_op = ALU_ORN;
          {7'b0000000, 3'b010}: current_alu_op = ALU_XNOR;
          {7'b0000001, 3'b000}: current_alu_op = ALU_MIN;
          {7'b0000001, 3'b001}: current_alu_op = ALU_MAX;
          {7'b0000001, 3'b010}: current_alu_op = ALU_MINU;
          {7'b0000001, 3'b011}: current_alu_op = ALU_MAXU;
          {7'b0000010, 3'b000}: current_alu_op = ALU_ROL;
          {7'b0000010, 3'b001}: current_alu_op = ALU_ROR;
          {7'b0000011, 3'b000}: current_alu_op = ALU_ABS;
          default: begin
            current_alu_op = ALU_NOP;
            regfile_we     = 1'b0;
          end
        endcase
      end
      7'b0110011: begin  
        regfile_we = 1'b1;
        unique case ({funct7, funct3})
          {7'b0000000, 3'b000}: current_alu_op = ALU_ADD;
          {7'b0100000, 3'b000}: current_alu_op = ALU_SUB;
          {7'b0000000, 3'b111}: current_alu_op = ALU_AND;
          {7'b0000000, 3'b110}: current_alu_op = ALU_OR;
          {7'b0000000, 3'b100}: current_alu_op = ALU_XOR;
          {7'b0000000, 3'b010}: current_alu_op = ALU_SLT;
          {7'b0000000, 3'b011}: current_alu_op = ALU_SLTU;
          {7'b0000000, 3'b001}: current_alu_op = ALU_SLL;
          {7'b0000000, 3'b101}: current_alu_op = ALU_SRL;
          {7'b0100000, 3'b101}: current_alu_op = ALU_SRA;
          default: current_alu_op = ALU_NOP;
        endcase
      end
      default: begin
        current_alu_op = ALU_NOP;
      end
    endcase
  end
  logic [31:0] alu_result;
  logic signed [31:0] s1, s2;
  assign s1 = rs1_val;
  assign s2 = rs2_val;
  always_comb begin
    alu_result = 32'b0;
    case (current_alu_op)
      ALU_ADD:   alu_result = rs1_val + rs2_val;
      ALU_SUB:   alu_result = rs1_val - rs2_val;
      ALU_AND:   alu_result = rs1_val & rs2_val;
      ALU_OR:    alu_result = rs1_val | rs2_val;
      ALU_XOR:   alu_result = rs1_val ^ rs2_val;
      ALU_SLT:   alu_result = (s1 < s2) ? 32'd1 : 32'd0;
      ALU_SLTU:  alu_result = (rs1_val < rs2_val) ? 32'd1 : 32'd0;
      ALU_SLL:   alu_result = rs1_val << rs2_val[4:0];
      ALU_SRL:   alu_result = rs1_val >> rs2_val[4:0];
      ALU_SRA:   alu_result = s1 >>> rs2_val[4:0];
      ALU_ANDN:  alu_result = rs1_val & ~rs2_val;
      ALU_ORN:   alu_result = rs1_val | ~rs2_val;
      ALU_XNOR:  alu_result = ~(rs1_val ^ rs2_val);
      ALU_MIN:   alu_result = (s1 < s2) ? rs1_val : rs2_val;
      ALU_MAX:   alu_result = (s1 > s2) ? rs1_val : rs2_val;
      ALU_MINU:  alu_result = (rs1_val < rs2_val) ? rs1_val : rs2_val;
      ALU_MAXU:  alu_result = (rs1_val > rs2_val) ? rs1_val : rs2_val;
      ALU_ROL: begin
        logic [4:0] sh = rs2_val[4:0];
        alu_result = (sh == 0) ? rs1_val :
                     ((rs1_val << sh) | (rs1_val >> (32 - sh)));
      end
      ALU_ROR: begin
        logic [4:0] sh = rs2_val[4:0];
        alu_result = (sh == 0) ? rs1_val :
                     ((rs1_val >> sh) | (rs1_val << (32 - sh)));
      end
      ALU_ABS: begin
        alu_result = (s1 >= 0) ? rs1_val : (0 - rs1_val);
      end
      default: alu_result = 32'b0;
    endcase
  end
  assign regfile_wdata = alu_result;
  assign dmem_addr  = alu_result;
  assign dmem_wdata = rs2_val;
endmodule
```
**flow/run.sh**
```bash
#!/bin/bash
# OpenROAD 26Q1-2900-gdf79404cd8, Yosys 0.63+post, stock flow scripts
make -C /OpenROAD-flow-scripts/flow DESIGN_CONFIG=/design/flow/config.mk WORK_HOME=/design/flow/orfs finish
```
**flow/config.mk**
```make
export PLATFORM = sky130hd
export DESIGN_NAME = riscv_single
export DESIGN_NICKNAME = riscv_single
export VERILOG_FILES = /design/flow/design.v
export SDC_FILE = /design/flow/constraint.sdc
export NUM_CORES = 4
export LEC_CHECK = 1
export CORE_UTILIZATION = 40
export SYNTH_HDL_FRONTEND = slang
```
**flow/constraint.sdc**
```tcl
current_design riscv_single

set clk_period 49.3
set clk_io_pct 0.2

create_clock -name clk0 -period $clk_period [get_ports {clk}]

set non_clock_inputs [all_inputs -no_clocks]
set_input_delay [expr $clk_period * $clk_io_pct] -clock clk0 $non_clock_inputs
set_output_delay [expr $clk_period * $clk_io_pct] -clock clk0 [all_outputs]
```
==> impl_metrics.json <==
{
  "dr.first_iter.drc_count": 3469,
  "fin_crit_ns": 29.20,
  "clockBufferDepth": 3,
  "endpoint_kind": "output pin",
  "ys_seq_share_pct": 52.8,
  "grt.met1_usage_pct": 40.4,
  "r2r_start": "regfile[13][15]$_DFFE_PP_",
  "reg2reg_slack_ns": 42.01,
  "worst_slew_pin_slew_ns": 0.997,
  "top_area_share_pct": 51.6,
  "warnings": 90,
  "postSynthAreaPerCell_um2": 14.1,
  "cts_sinks": 1054,
  "cts_tree": "yes",
  "gp_congestion": 1.10,
  "final.setup_skew_ns": 0.0532,
  "synth-edff-count": 1024,
  "power_mw": 2.36,
  "yosysTopAreaCell": "edfxtp_1",
  "whs_ns": 0.479,
  "grt_pass1_vias": 44600,
  "p_leak_nw": 22.7,
  "max_slew_margin_pct": 32.8,
  "layout-drive-gt1-share_pct": 22.6,
  "root_buffer": "clkbuf_16",
  "yosysChipArea_um2": 59600,
  "synth_area_um2": 59600,
  "ys_cells": 4214,
  "hold_viol_final": 0,
  "vias": 42800,
  "layout_top_cells": "1024 x edfxtp_1, 413 x mux4_2, 333 x mux2i_1",
  "crit_top_cell": "buf_4",
  "floorplan.core_util_pct": 40.3,
  "grt_antenna_before_repair": 7,
  "rr_worst_depth": 18,
  "crit_arrival_ns": 19.34,
  "drc": 0,
  "finalSetupViolCount": 0,
  "dieWidth_um": 388,
  "power.density_nw_per_um2": 35.1,
  "async_reset_ff_share_pct": 2.85,
  "grt_max_degree": 73,
  "path_max_fanout": 48,
  "critical-path-max-stage-delay_ns": 0.82,
  "io_pins": 163,
  "drv_slew": 0,
  "crit_required_ns": 39.44,
  "cts_buffers": 107,
  "htreeDepth": 3,
  "cp-startpoint": "imem_rdata[20]",
  "dp_slack_ns": 20.21,
  "clk_pin_slew_ns": 0.06,
  "use_met2_pct": 46.6,
  "synth.area.top_cells": "edfxtp_1 52%, mux4_2 16%, mux2i_1 5.6%",
  "cts_setup_buffers": 0,
  "grt_use_total_pct": 33.2,
  "crit_type": "primary input to output pin",
  "flop_cell": "edfxtp_1",
  "grt_pass1_wl_um": 327000,
  "wirelength_um": 232000,
  "post-route-period-util_pct": 59.2,
  "syn_inst": 4214,
  "run_status": "complete, no violations",
  "slowest_stage": "o21ai_0",
  "overflow": 0,
  "crit_path_end": "dmem_addr[13]",
  "fmax_mhz": 34.2,
  "grt_use_met3_pct": 23.1,
  "postCtsResizedCells": 0,
  "top_usage_layer": "met2",
  "ys.flops": 1054,
  "clk-insertion-delay-late_ns": 0.75,
  "final_common_cell": "edfxtp_1",
  "drt.antenna.violating_nets": 0,
  "io_buffers": 127,
  "hpwl_um": 153000,
  "peakVddDrop_mv": 0.0285,
  "routedWlPerCell_um": 36.2,
  "r2r_end": "regfile[12][13]$_DFFE_PP_",
  "via_per_inst": 6.67,
  "startpoint_type": "primary input",
  "synth.distinct_cells": 106,
  "core_um2": 148000,
  "maxCapViolations": 0,
  "cts_hold_buf": 0,
  "synth_warnings": 10,
  "hp-class": "register to register",
  "drt-pass1-iter-count": 8,
  "fin_ws_ns": 20.10,
  "rsz0062_at_grt": "no",
  "rows": 141,
  "area_growth_pct": 12.6,
  "final.setup.tns_ns": 0,
  "dieHeight_um": 388,
  "chipArea_um2": 151000
}
-- routing by layer --
layer | part of all wire (%) | wire (um) | up-vias
met5 | 0.17 | 397 | -
met4 | 5.5 | 12700 | 14
met3 | 18 | 40800 | 607
met2 | 44 | 102000 | 3329
met1 | 33 | 76000 | 21100
li1 | - | - | 17700
-- critical path, delay by kind of cell --
kind | cells | cell delay (ns)
buffers and inverters | 10 | 4.22
AND-OR/OR-AND | 6 | 2.19
AND/OR/NAND/NOR | 6 | 1.33
multiplexers | 2 | 1.09
adder cells (fa/ha/maj) | 1 | 0.38
-- power by group --
| part | leakage [nW] | switching [mW] | internal (mW) | total [mW] |
|---|---|---|---|---|
| registers | 9.68 | 0.00207 | 1.05 | 1.05 |
| logic | 11.4 | 0.354 | 0.169 | 0.522 |
| clock network | 1.64 | 0.353 | 0.436 | 0.789 |
-- cells in the mapped netlist (all sizes together) (20+ instances only) --
| master | count |
|---|---|
| a31oi | 30 |
| a2111o | 37 |
| nand3 | 82 |
| buf | 166 |
| nand2 | 218 |
| a211o | 21 |
| xnor2 | 46 |
| nor3 | 74 |
| mux2 | 71 |
| o22a | 39 |
| nor2 | 229 |
| a22oi | 55 |
| o2111ai | 22 |
| inv | 102 |
| edfxtp | 1024 |
| mux2i | 334 |
| a22o | 32 |
| o211ai | 39 |
| a21oi | 194 |
| o21ai | 133 |
| a211oi | 39 |
| mux4 | 417 |
| a21o | 29 |
| clkbuf | 158 |
| dfrtp | 30 |
| ha | 66 |
| and3 | 20 |
| nand4 | 69 |
| a221oi | 36 |
| o221ai | 46 |
| o22ai | 72 |
-- kinds of logic after synthesis --
group                      count (synthesis)  share of synthesized area, %
muxes                                    822                          22.7
DFF                                     1054                          52.8
xor gates and xnor gates                  54                         0.793
buffers and inverters                    428                          3.78
other                                      1                       0.00629
adders and majority gates                 69                          1.47
and+or+nand+nor                          821                          6.83
AOI/OAI and AO/OA                        965                          11.6
-- layout make-up --
| cell class | count | area (um2) |
|---|---|---|
| flip-flops and latches | 1054 | 31500 |
| fillers | 12900 | 80700 |
| inverters | 104 | 393 |
| repair buffers | 354 | 3000 |
| multi-input cells | 2766 | 26400 |
| clock buffers | 124 | 2740 |
| well taps | 1930 | 2410 |
| clock inverters | 73 | 638 |
| diodes | 3 | 7.51 |
-- worst min-delay path by stage --
stage	slack (ns)	from	cells past startpoint	end
4_1_cts	0.48	imem_addr[31]$_DFF_PP0_	1	imem_addr[31]$_DFF_PP0_
5_1_grt	0.50	imem_addr[28]$_DFF_PP0_	1	imem_addr[28]$_DFF_PP0_
6_report	0.48	imem_addr[31]$_DFF_PP0_	1	imem_addr[31]$_DFF_PP0_
-- sequential cells by signal (all words and copies together), names as in the netlist --
name and cells:
imem_addr 30, regfile 1024
-- stage by stage --
step                      cell area, um2  cells  util [%]
final                              67100   6408      45.4
after CTS                          67100   6405      45.4
after detailed placement           63800   6208      43.1
after global routing               67100   6405      45.4
after global placement             63800   6208      43.1
after floorplan                    59700   4248         -
Power is estimated from default activity; no workload was simulated.
