**flow/run.sh**
```bash
#!/bin/bash
# OpenROAD 26Q1-2900-gdf79404cd8, Yosys 0.63+post, stock flow scripts
make -C /OpenROAD-flow-scripts/flow DESIGN_CONFIG=/design/flow/config.mk WORK_HOME=/design/flow/orfs finish
```
**flow/constraint.sdc**
```tcl
current_design traffic_light

set clk_period 1.6
set clk_io_pct 0.2

create_clock -name clk0 -period $clk_period [get_ports {clk}]

set non_clock_inputs [all_inputs -no_clocks]
set_input_delay [expr $clk_period * $clk_io_pct] -clock clk0 $non_clock_inputs
set_output_delay [expr $clk_period * $clk_io_pct] -clock clk0 [all_outputs]
```
**flow/config.mk**
```make
export PLATFORM = sky130hd
export DESIGN_NAME = traffic_light
export DESIGN_NICKNAME = traffic_light
export VERILOG_FILES = /design/flow/design.v
export SDC_FILE = /design/flow/constraint.sdc
export NUM_CORES = 4
export LEC_CHECK = 1
export CORE_AREA = 10 10 70 70
export DIE_AREA = 0 0 80 80
export SYNTH_HDL_FRONTEND = slang
```
**flow/design.v**
```verilog
module traffic_light(
    input wire clk,
    input wire rst,    
    input wire tick,   
    output reg ns_g, ns_y, ns_r,
    output reg ew_g, ew_y, ew_r
);
    parameter NS_GREEN  = 2'b00;
    parameter NS_YELLOW = 2'b01;
    parameter EW_GREEN  = 2'b10;
    parameter EW_YELLOW = 2'b11;
    reg [1:0] state_q, state_d;
    reg [3:0] tick_count_q, tick_count_d;
    parameter NS_G_TIME = 5;
    parameter NS_Y_TIME = 2;
    parameter EW_G_TIME = 5;
    parameter EW_Y_TIME = 2;
    always @(posedge clk) begin
        if (rst) begin
            state_q <= NS_GREEN;
            tick_count_q <= 0;
        end else begin
            state_q <= state_d;
            tick_count_q <= tick_count_d;
        end
    end
    always @(*) begin
        state_d = state_q;
        tick_count_d = tick_count_q;
        if (tick) begin
            tick_count_d = tick_count_q + 1;
            case (state_q)
                NS_GREEN:  if (tick_count_q == NS_G_TIME-1) begin
                               state_d = NS_YELLOW;
                               tick_count_d = 0;
                           end
                NS_YELLOW: if (tick_count_q == NS_Y_TIME-1) begin
                               state_d = EW_GREEN;
                               tick_count_d = 0;
                           end
                EW_GREEN:  if (tick_count_q == EW_G_TIME-1) begin
                               state_d = EW_YELLOW;
                               tick_count_d = 0;
                           end
                EW_YELLOW: if (tick_count_q == EW_Y_TIME-1) begin
                               state_d = NS_GREEN;
                               tick_count_d = 0;
                           end
            endcase
        end
    end
    always @(*) begin
        ns_g=0; ns_y=0; ns_r=0;
        ew_g=0; ew_y=0; ew_r=0;
        case (state_q)
            NS_GREEN:  begin ns_g=1; ew_r=1; end
            NS_YELLOW: begin ns_y=1; ew_r=1; end
            EW_GREEN:  begin ew_g=1; ns_r=1; end
            EW_YELLOW: begin ew_y=1; ns_r=1; end
        endcase
    end
endmodule
```
==> results.toml <==
# flow metrics
[final_layout]
fill_cells = 377
finalInstanceArea_um2 = 657
fin_util = 0.192
final_cells = 110
syn_to_final_growth_pct = 35.3
final_cell_mix = "clkdlybuf4s50_1 (6), dfxtp_1 (6), nor2_1 (5), buf_4 (5)"
drive_gt1_frac = 0.219

[placement]
io_buffer_count = 8
routabilityCongestion = 0.763
hpwl_um = 806
dpl_cell_area_um2 = 611
placed_cells = 105

[worst_setup_path]
cp-startpoint = "state_q[3]$_DFF_P_"
r2r-end = "state_q[0]$_DFF_P_"
reg2reg_setup_slack_ns = 0.27
crit_path_end_kind = "primary output"
worstPathRequired_ns = 1.28
critPathMaxFanout = 6
cp-start-kind = "register"
rr_worst_depth = 4
r2r_start = "tick_count_q[1]$_SDFFE_PP0P_"
arrival_ns = 1.17
critPathKind = "register to primary output"

[global_routing]
grt_pass1_vias = 417
grt_pass1_wl_mm = 1.80
antenna_found_initial = 0
grt_max_degree = 11
gr-total-overflow = 0
grtUsageTotal = 0.0339

[floorplanning]
die_w_um = 80
fp-utilization = 0.142
dieHeight_um = 80
core_area_um2 = 3420
die-area_um2 = 6400
rows = 21
io_pins = 9

[final_timing]
setup_viol = 0
worst_pin_slew_ns = 0.322
finalHoldViolations = 0
fin_crit_sh = 0.933
min_period_ns = 1.49
max_freq_ghz = 0.670
rsz0062_at_grt = "no"
maxSlewHeadroom = 0.783
drv_slew = 0
finalSetupTns_ns = 0
fin_skew_ns = 0.00639

[clock_tree]
cts_num_sinks = 8
cts_hold_buf = 0
tritoncts = "built"
clk_pin_slew_worst_paths_ns = 0.05
cts_buffers = 3
cts_buffer_depth = 2
clk_latency_ns = 0.25
clockRootBuffer = "clkbuf_4"
htree_levels = 1

[drt]
viasPerCell = 3.94
n_antenna_cell = 0
drc = 0
wl_mm = 1.07
vias = 433
ant_nets = 0
drt_iter0_drc = 66
drtPass1Iterations = 6
wl_per_cell_um = 9.74

[yosys]
ys_chip_area_um2 = 485
syn_area_um2 = 485
yosysWarnings = 0
syn_inst = 52
ys_types = 25
yosys.stat.seqShare = 0.330
ys_cells = 52
syn_area_per_cell_um2 = 9.34
ys_ff = 8

[run]
warnings = 27
cap_violations = 0

[pwr]
p_per_area_nw_per_um2 = 622
ir_worst_vdd_v = 0.000161
total_power_mw = 0.409
p_leak_nw = 0.226

[hold_path]
min_to = "state_q[0]$_DFF_P_"
min_path_type = "register to register"
worstHoldStart = "state_q[0]$_DFF_P_"
whs_path_depth = 1

[status]
status = "finished clean"
-- synthesized netlist by cell type --
cell type / n / share of area
a221o_1: 1 / 0.021
nand2_1: 2 / 0.015
a211o_1: 1 / 0.018
o21ai_0: 2 / 0.021
buf_6: 2 / 0.046
buf_2: 1 / 0.010
o211ai_1: 1 / 0.015
nand4bb_1: 2 / 0.046
a22oi_1: 3 / 0.046
nand3_1: 1 / 0.010
o311ai_0: 2 / 0.036
nand4_1: 3 / 0.039
ha_1: 3 / 0.077
a21oi_1: 1 / 0.010
dfxtp_1: 8 / 0.33
and2_1: 1 / 0.013
buf_4: 1 / 0.015
and4b_2: 2 / 0.046
and4bb_1: 1 / 0.026
nor3b_1: 1 / 0.015
nor2_1: 5 / 0.039
or2_2: 2 / 0.026
o2111ai_1: 2 / 0.036
nand4b_1: 1 / 0.018
inv_1: 3 / 0.023
-- worst max-delay path by stage --
stage / depth (start not counted) / end
after CTS: 2 / ew_r
after global routing: 2 / ew_y
final: 2 / ew_y
-- registers in the layout, indices dropped and copies added (netlist names) --
name	flops
state_q	4
tick_count_q	4
-- worst max-delay path, stage by stage, from the launching register on --
cell and delay (ns):
dfxtp_4 0.33, buf_4 0.13, clkdlybuf4s50_1 0.47
-- kinds of logic after synthesis --
logic type | count (synthesis) | synth area share
and+or+nand+nor | 21 | 0.294
AOI/OAI and AO/OA | 13 | 0.204
DFF | 8 | 0.330
buffers and inverters | 7 | 0.0954
adders and majority gates | 3 | 0.0773
-- layout make-up --
type / instances / area, um2 / share of cell area
inverters: 3 / 11.3 / 0.0171
clock buffers: 3 / 22.5 / 0.0343
repair buffers: 13 / 119 / 0.181
well taps: 46 / 57.6 / 0.0876
multi-input cells: 37 / 279 / 0.425
flip-flops and latches: 8 / 168 / 0.255
-- layer usage --
layer | vias to the layer above | part of all wire | wire length (um) | GRT usage
met5 | - | 0 | 0 | 0
met2 | 9 | 0.38 | 410 | 0.0482
met1 | 198 | 0.50 | 534 | 0.0409
met3 | 0 | 0.12 | 126 | 0.0250
met4 | 0 | 0 | 0 | 0.00528
li1 | 226 | - | - | -
-- through the flow --
step                hold slack [ns]  worst slack (ns)
detailed placement            0.529            0.0345
CTS                           0.540           0.00436
finish                        0.553             0.107
floorplan                     0.469             0.379
global route                  0.581            0.0641
global placement              0.522            0.0412
-- power breakdown --
group	internal (mW)	total [mW]	switching, mW	leakage, nW
combinational	0.0236	0.0502	0.0266	0.146
clock	0.0857	0.152	0.0660	0.0138
sequential	0.201	0.207	0.00586	0.0665
total	0.310	0.409	0.0985	0.226
-- timing repair --
item / 4_1_cts / 5_1_grt
setup buffers: 2 / 0
gates resized: 5 / 1
pin swaps: 0 / 0
setup endpoints to repair: 2 / 1
Power figures rest on the tool's default switching activity, not on a simulated workload.
